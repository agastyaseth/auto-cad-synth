===== /design/flow/constraint.sdc =====
current_design PE

set clk_period 37.4
set clk_io_pct 0.2

create_clock -name clk0 -period $clk_period [get_ports {clk}]

set non_clock_inputs [all_inputs -no_clocks]
set_input_delay [expr $clk_period * $clk_io_pct] -clock clk0 $non_clock_inputs
set_output_delay [expr $clk_period * $clk_io_pct] -clock clk0 [all_outputs]

===== /design/flow/run.sh =====
#!/bin/bash
# OpenROAD 26Q1-2900-gdf79404cd8, Yosys 0.63+post, stock flow scripts
make -C /OpenROAD-flow-scripts/flow DESIGN_CONFIG=/design/flow/config.mk WORK_HOME=/design/flow/orfs finish

===== /design/flow/design.v =====
module PE (input [31:0] x, input [31:0] w, input [31:0] acc, output reg [31:0] res, input clk, output reg [31:0] wout);
  reg [31:0] S1;
  wire [31:0] addout,multout;
  always @(posedge clk) begin
    res <= addout;
    wout <= w;
  end
mult32 m1(.clk(clk),.en(1'b1),.rst(1'b0),.a(x),.b(w),.z(multout),.output_ready());
adder32 a1(.clk(clk),.en(1'b1),.rst(1'b0),.a(multout),.b(acc),.z(addout),.output_ready());
endmodule
module adder32(input clk,
						 input rst,
						 input en,
						 input [31:0] a,
						 input [31:0] b,
						 output [31:0] z,
						 output output_ready);
reg s_a, s_b, s_z;
reg [9:0] e_a, e_b, e_z, e_min, diff;
reg [26:0] m_a, m_b;
reg [23:0] m_z;
reg [27:0] temp;
reg guard, round, lonz;
reg [31:0] Z, temp2;
reg out_ready;
reg [5:0] diff2;
reg [15:0] val16;
reg [7:0] val8;
reg [3:0] val4;
always@(posedge clk)
begin		
	if(rst == 1)
	begin
		diff = 0;
		diff2 = 0;
		Z = 32'd0;
		out_ready = 0;
		temp = 0;
	end
	else if (en == 0)
	begin
		out_ready = 0;
	end
	else if (en == 1)
	begin
		s_a = a[31];
		s_b = b[31];
		e_a = a[30:23] - 127;
		e_b = b[30:23] - 127;
		m_a[26] = 1;
		m_b[26] = 1;
		m_a [25:3]= a[22:0];
		m_b [25:3]= b[22:0];
		m_a [2:0] = 3'd0;
		m_b [2:0] = 3'd0;
		if((e_a == 128 && m_a[25:0] != 0) || (e_b == 128 && m_b[25:0] != 0))
		begin
			Z[31] = 1;
			Z[30:23] = 8'hff;
			Z[22] = 1;
			Z[21:0] = 0;
			out_ready = 1;
		end
		else if(e_a == 128)
		begin
			Z[31] = s_a;
			Z[30:23] = 8'hff;
			Z[22:0] = 0;
			out_ready = 1;
		end
		else if(e_b == 128)
		begin
			Z[31] = s_b;
			Z[30:23] = 8'hff;
			Z[22:0] = 0;
			out_ready = 1;
		end
		else if(($signed(e_a) == -127 && m_a[25:0] == 0) && ($signed(e_b) == -127 && m_b[25:0] == 0))
		begin	   
			Z[31] = s_a & s_b;
			Z[30:23] = 0;
			Z[22:0] = 0;
			out_ready = 1;
		end
		else if($signed(e_a) == -127 && m_a[25:0] == 0) 	
		begin	   
			Z[31] = s_b;
			Z[30:23] = e_b[7:0] + 127;
			Z[22:0] = m_b[25:3];
			out_ready = 1;
		end
		else if($signed(e_b) == -127 && m_b[25:0] == 0)  	
		begin	   
			Z[31] = s_a;
			Z[30:23] = e_a[7:0] + 127;
			Z[22:0] = m_a[25:3];
			out_ready = 1;
		end
		else if(($signed(e_a) == $signed(e_b)) && (m_a == m_b) && (s_a != s_b))			
		begin
			Z[31] = 0;
			Z[30:23] = 0;
			Z[22:0] = 0;
			out_ready = 1;
		end
		else
		begin
			if($signed(e_a) > $signed(e_b))
			begin
				diff = e_a - e_b;
				e_b = e_b + diff;
				m_b = m_b >> diff;
				m_b[0] = m_b[0] | m_b[1];
			end
			else if ($signed(e_a) < $signed(e_b))
			begin
				diff = e_b - e_a;
				e_a = e_a + diff;
				m_a = m_a >> diff;
				m_a[0] = m_a[0] | m_a[1];
			end
			e_z = e_a;
			if(s_a == s_b)
			begin
				temp = m_a + m_b;
				s_z = s_a;
			end
			else
			begin
				if(m_a >= m_b)
				begin
					temp = m_a - m_b;
					s_z = s_a;
				end
				else
				begin
					temp = m_b - m_a;
					s_z = s_b;
				end
			end
			if(temp[27] == 1)
			begin
				m_z = temp[27:4];
				e_z = e_z + 1;
				guard = temp[3];
				round = temp[2];
				lonz = temp[1] | temp[0];
			end
			else
			begin
				m_z = temp[26:3];
				guard = temp[2];
				round = temp[1];
				lonz = temp[0];
				m_z[0] = guard;
			end
			if(m_z [23] == 0)
			begin
				temp2 [23:0] = m_z;
				temp2 [31:24] = 0;
				if (temp2 == 0)
				begin 
					diff2 = 32;
				end
				else
				begin
    			diff2[5] = 1'b0;
  		  	diff2[4] = (temp2[31:16] == 16'b0);
    			val16 = diff2[4] ? temp2[15:0] : temp2[31:16];
    			diff2[3] = (val16[15:8] == 8'b0);
    			val8 = diff2[3] ? val16[7:0] : val16 [15:8];
    			diff2[2] = (val8[7:4] == 4'b0);
    			val4 = diff2[2] ? val8[3:0] : val8[7:4];
    			diff2[1] = (val4[3:2] == 2'b0);
    			diff2[0] = diff2[1] ? ~val4[1] : ~val4[3];
				end
				m_z = m_z << (diff2 - 8);
				e_z = e_z - (diff2 - 8);
			end
			if(guard && (round | lonz | m_z[0]))
			begin
				m_z = m_z + 1;
				if(m_z == 24'hffffff)
				begin
					e_z = e_z + 1;
				end
			end
			Z[22:0] = m_z [22:0];
			Z[30:23] = e_z[7:0] + 127;	
			Z[31] = s_z;
			if($signed(e_z) < -126)
			begin
				Z[31:0] = 0; 
			end
			if($signed(e_z) == -127 && m_z[23] == 0)
				Z[30:23] = 0;
			if ($signed(e_z) == -127 && m_z[23:0] == 24'h0)
			          Z[31] = 0;  
			if($signed(e_z) > 127)
			begin
				Z[22:0] = 0;
				Z[30:23] = 8'hff;
				Z[31] = s_z;
			end
			out_ready = 1;	
		end
	end
end
assign z = Z;
assign output_ready = out_ready;
endmodule
module mult32(input clk,
	      input rst,
	      input en,
	      input [31:0] a,
	      input [31:0] b,
	      output [31:0] z,
				output output_ready);
reg [49:0] temp_out ;
reg s_a, s_b, s_z;
reg [9:0] e_a, e_b, e_z;
reg [23:0] m_a, m_b, m_z;
reg guard, round, lonz;
reg [31:0] Z, temp2;
reg out_ready;
reg [5:0] diff2;
reg [15:0] val16;
reg [7:0] val8;
reg [3:0] val4;
always@(posedge clk)
begin
	if(rst == 1)
	begin
		Z = 32'd0;
		out_ready = 0;
	end
	else if(en == 0)
	begin
		out_ready = 0;
	end
	else if(en == 1)
	begin 
		s_a = a[31];
		s_b = b[31];
		e_a = a[30:23] - 127;
		e_b = b[30:23] - 127;
		m_a[22:0] = a[22:0];
		m_b[22:0] = b[22:0];
		m_a[23] = 1;
		m_b[23] = 1;
		if((e_a == 128 && m_a[22:0] != 0) || (e_b == 128 && m_b[22:0] != 0))
		begin
			Z[31] = 1;
			Z[30:23] = 8'hff;
			Z[22] = 1;
			Z[21:0] = 0;
			out_ready = 1;
		end
		else if(e_a == 128)
		begin
			if(($signed(e_b) == -127) && (m_b[22:0] == 0))
			begin
				Z[31] = 1;
				Z[30:23] = 8'hff;
				Z[22] = 1;
				Z[21:0] = 0;
				out_ready = 1;
			end
			else
			begin
				Z[31] = s_a ^ s_b;
				Z[30:23] = 8'hff;
				Z[22:0] = 0;
				out_ready = 1;
			end
		end
		else if(e_b == 128)
		begin
			if(($signed(e_a) == -127) && (m_a[22:0] == 0))
			begin
				Z[31] = 1;
				Z[30:23] = 8'hff;
				Z[22] = 1;
				Z[21:0] = 0;
				out_ready = 1;
			end
			else
			begin
				Z[31] = s_a ^ s_b;
				Z[30:23] = 8'hff;
				Z[22:0] = 0;
				out_ready = 1;
			end
		end
		else if($signed(e_a) == -127 && m_a[22:0] == 23'd0)  	
		begin	   
			Z[31] = s_a ^ s_b;
			Z[30:23] = 0;
			Z[22:0] = 0;
			out_ready = 1;
		end
		else if($signed(e_b) == -127 && m_b[22:0] == 23'd0)	
		begin	   
			Z[31] = s_a ^ s_b;
			Z[30:23] = 0;
			Z[22:0] = 0;
			out_ready = 1;
		end
		else
		begin
			s_z = s_a ^ s_b;
			e_z = e_a + e_b + 1;
			temp_out = m_a * m_b * 4;
			m_z = temp_out [49:26];
			guard = temp_out [25];
			round = temp_out [24];
			lonz = (temp_out[23:0] != 0);
			if(m_z[23] == 0)
			begin
				temp2 [23:0] = m_z[23:0];
				temp2 [31:24] = 0;
				if (temp2 == 0)
				begin 
					diff2 = 32;
				end
				else
				begin
    			diff2[5] = 1'b0;
  		  	diff2[4] = (temp2[31:16] == 16'b0);
    			val16 = diff2[4] ? temp2[15:0] : temp2[31:16];
    			diff2[3] = (val16[15:8] == 8'b0);
    			val8 = diff2[3] ? val16[7:0] : val16 [15:8];
    			diff2[2] = (val8[7:4] == 4'b0);
    			val4 = diff2[2] ? val8[3:0] : val8[7:4];
    			diff2[1] = (val4[3:2] == 2'b0);
    			diff2[0] = diff2[1] ? ~val4[1] : ~val4[3];
				end
				m_z = m_z << (diff2 - 8);
				e_z = e_z - (diff2 - 8);
			end
			if (guard && (round | lonz | m_z[0]))
			begin
				m_z = m_z + 1;
				if(m_z == 24'hffffff)
				begin
					e_z = e_z + 1;
				end
			end
			Z[22:0] = m_z [22:0];
			Z[31:23] = e_z [7:0] + 127;	
			Z[31] = s_z;
			if($signed(e_z) < -126)
			begin
				Z[31:0] = 0; 
			end
			if($signed(e_z) == -126 && m_z[23] == 0)
			begin
				Z[30:23] = 0;
			end	
			if($signed(e_z) > 127)
			begin
				Z[22:0] = 0;
				Z[30:23] = 8'hff;
				Z[31] = s_z;
			end
			out_ready = 1;		
		end
	end
end
assign z = Z;
assign output_ready = out_ready;
endmodule	

===== /design/flow/config.mk =====
export PLATFORM = sky130hd
export DESIGN_NAME = PE
export DESIGN_NICKNAME = PE
export VERILOG_FILES = /design/flow/design.v
export SDC_FILE = /design/flow/constraint.sdc
export NUM_CORES = 4
export LEC_CHECK = 1
export CORE_UTILIZATION = 50

==> run notes <==
flow finished, numbers: Pre-Repair DR Iteration Count=6, dominant synthesized flop cell=dfxtp_1, peak fanout along the critical path=45, RSZ-0062 raised after global routing=false, Routed Wire Length=162000 um, Async SR Flop Fraction=0%, Final Hold Fails=0, critical path capture point type=register, f_max=39.9 MHz, HPWL Detailed=127000 um, layout cells sized above 1=5.97%, outcome=complete, no violations, number of max-cap violations=0, hold buffers post-CTS=0, io pins=161, clk buf depth=2, DRT iter0 DRCs=4113, YS warnings=3, critical path class=input port to register, worst flop-to-flop path startpoint=m1.Z[23]$_SDFF_PP1_, OpenROAD warnings=91, vias per cell=6.28, flip-flops with a built-in enable=0, Cell area leaders=fa_1, ha_1, dfxtp_1, Post-synth regs=128, Clock Latency Late Sink=490 ps, antenna violations before repair=2, Hold Path Stages=0, most used cell, CP=buf_4, Filler cells=8144, GRT overflow=0, # Cells Yosys=5673, total CTS buffers=17, diode count=0, Worst-path clk slew=70 ps, Top-area cell share=22.8%, Slowest cell on crit path=o41ai_2, hold path start=a1.Z[22]$_SDFF_PP1_, die width=295 um, Root Driver=clkbuf_16, Tmin final=25080 ps, min-delay worst type=register to register, CTS resizes=0, Total GRT Usage=39.4%, post-layout period usage=67.0%, crit path launch=acc[23], GPL Wtd Cong=1.12, R2R cell count=60, via count=43000, IO buf count=160, drt drc=0, Unique masters post-synth=124, Layout Skew=25.2 ps, Gate Count Post-Synth=5673, CTS tree=built, Rel. slew slack=32.6%, Cell Area, Synth=42900 um^2, vias in the first global route=41900, die height=295 um, Worst Tran Pin Value=998 ps, setup bufs post-CTS=0, syn_area_per_cell=7.56 um^2, Final Max Tran Viols=0, initial core utilization=50.5%, Chip Area=87000 um^2, drt wl/cell=23.6 um, Critical Path Start Type=input port, H-Tree Depth=4, CTS Sinks=128, slowest stage delay, CP=850 ps, global-route wire length before repair=253000 um, Total Neg Setup Slack=0 ps, Finish-stage setup viols=0, largest net degree at the start of global routing=63, final antenna-violating net count=0, Data arrival, critical path=25500 ps, sequential area share after synthesis=5.97%, Synth-to-Final Area Change=8.34%, Worst Path Required=37820 ps, Rows=107, cell type with the largest total area=fa_1, Core ar.=85000 um^2, YS chip area=42900 um^2
[layout by cell type (no fill, tap or decap), types with 46 or more instances in the layout]
master,netlist,layout
a211oi_1,74,74
a21o_1,102,102
a21oi_1,319,319
and2_1,256,256
buf_4,12,153
clkdlybuf4s50_1,0,160
dfxtp_1,128,128
fa_1,488,488
ha_1,318,317
inv_1,650,650
mux2i_1,90,90
nand2_1,672,671
nand3_1,158,158
nand4_1,70,70
nor2_1,429,427
nor3_1,147,145
nor4_1,75,75
o211ai_1,73,73
o21ai_0,198,198
o21bai_1,46,46
xnor2_1,160,160
xor2_1,72,72
[worst max-delay path, delay by kind of cell]
family | cells | cell delay, ps
multiplexers | 1 | 170
AND-OR/OR-AND | 22 | 6140
AND/OR/NAND/NOR | 20 | 5990
adder cells (fa/ha/maj) | 4 | 1640
XOR/XNOR | 2 | 570
buffers and inverters | 11 | 3380
[kinds of logic (layout without fill, tap and decap cells)]
kind of cell	count (synthesis)	in the layout	share of synthesized area (%)
other cells	1	7	0.00874
compound gates	1338	1338	21.9
mux	123	123	3.13
xor+xnor	234	234	4.81
buf+inv	977	1010	8.75
simple gates	2062	2062	23.3
flops	128	128	5.97
fa+ha+maj	810	810	32.1
[worst paths after layout]
kind | to | slack [ps]
max | a1.Z[27]$_SDFF_PP1_ | 12320
min | res[22]$_DFF_P_ | 330
max reg2reg | a1.Z[27]$_SDFF_PP1_ | 19210
min reg2reg | res[22]$_DFF_P_ | 330
[synth_stat cells (147+ instances only)]
cell type,n
nand2_1,672
inv_1,650
fa_1,488
nor2_1,429
a21oi_1,319
ha_1,318
and2_1,256
clkbuf_1,239
o21ai_0,198
xnor2_1,160
nand3_1,158
nor3_1,147
[sequential cells by signal, indices dropped and copies added, names as in the netlist]
name	count
a1.Z	32
m1.Z	32
res	32
wout	32
[stage by stage]
step	hold WS (ps)	std cells	setup WS (ps)	utilization, %	cell area [um^2]
floorplan	310	5679	17210	-	42900
global placement	312	6824	12600	54.0	45900
detailed placement	313	6824	12500	54.0	45900
CTS	328	6856	12930	54.7	46500
global route	336	6856	11390	54.7	46500
finish	328	6856	12320	54.7	46500
[metal layers]
layer / wire (um) / track usage (%) / up-vias / share of wire (%)
met5: 75 / 0.887 / - / 0.046
met4: 7440 / 14.1 / 4 / 4.6
met3: 16400 / 10.5 / 445 / 10
met2: 70600 / 58.0 / 2255 / 44
met1: 67300 / 57.2 / 20700 / 42
li1: - / - / 19600 / -
[final cells by class]
cell class | instances | area (um^2) | share of cell area [%]
Sequential cell | 128 | 2560 | 5.51
Clock inverter | 15 | 165 | 0.355
Timing Repair Buffer | 313 | 2750 | 5.92
Clock buffer | 17 | 425 | 0.915
Multi-Input combinational cell | 4574 | 36600 | 78.8
Inverter | 665 | 2500 | 5.37
Tap cell | 1144 | 1430 | 3.08
